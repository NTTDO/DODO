`flow/config.mk`:
```
export PLATFORM = sky130hd
export DESIGN_NAME = DFT_2
export DESIGN_NICKNAME = DFT_2
export VERILOG_FILES = /design/flow/design.v
export SDC_FILE = /design/flow/constraint.sdc
export NUM_CORES = 4
export LEC_CHECK = 1
export CORE_UTILIZATION = 50
```
`flow/constraint.sdc`:
```
current_design DFT_2

set clk_period 39.7
set clk_io_pct 0.2

create_clock -name clk0 -period $clk_period

set non_clock_inputs [all_inputs -no_clocks]
set_input_delay [expr $clk_period * $clk_io_pct] -clock clk0 $non_clock_inputs
set_output_delay [expr $clk_period * $clk_io_pct] -clock clk0 [all_outputs]
```
`flow/design.v`:
```
module DFT_2(flag,a1_res,a2_res,b1_im,b2_im,w_res,w_im,result);
	input [1:0] flag;
	input [31:0] a1_res,a2_res,b1_im,b2_im,w_res,w_im;
	output   [31:0] result;
	wire [31:0] temp_s1,temp_s0,temp_add1,temp_add0;
	wire [31:0] temp_mul1,temp_mul2;
	assign temp_mul1 = (flag == 2'b00) ? a2_res : (
					   (flag == 2'b01) ? b2_im  : (
					   (flag == 2'b10) ? {~a2_res[31],a2_res[30:0]} : {~b2_im[31],b2_im[30:0]}));
	floating_point_mul mult_fix_inst0(
		.a(temp_mul1),
		.b(w_res),
		.result(temp_s0)
	);
	assign temp_mul2 = (flag == 2'b00) ? {~b2_im[31],b2_im[30:0]} : (
					   (flag == 2'b01) ? a2_res : (
					   (flag == 2'b10) ? b2_im : {~a2_res[31],a2_res[30:0]} ));
	floating_point_mul mult_fix_inst1(
		.a(temp_mul2),
		.b(w_im),
		.result(temp_s1)
	);
	assign temp_add0 = (flag == 2'b00 || flag == 2'b10) ? a1_res : b1_im;
	add_sub add_sub_0(
		.A(temp_s0),
		.B(temp_add0),
		.result(temp_add1)
	);
	add_sub add_sub_1(
		.A(temp_add1),
		.B(temp_s1),
		.result(result)
	);
endmodule
module add_sub(input [31:0]A,
               input [31:0]B,
               output reg  [31:0] result);
reg [31:0] A_swap, B_swap;   
wire [23:0] A_Mantissa = {1'b1, A_swap[22:0]}, B_Mantissa = {1'b1, B_swap[22:0]};  
wire [7:0] A_Exponent = A_swap[30:23], B_Exponent = B_swap[30:23];
wire A_sign = A_swap[31], B_sign = B_swap[31];
reg [23:0] Temp_Mantissa, B_shifted_mantissa;
reg [7:0] Exponent;
reg comp;
reg [7:0] diff_Exponent;
reg [32:0] Temp;
reg carry; 
integer i;
    always @(*) begin
    if (A == 32'b0 && B == 32'b0) begin
        result = 32'b0;  
    end else begin
        if (A[30:23] != B[30:23]) begin
            comp = (A[30:23] > B[30:23]) ? 1'b1 : 1'b0;   
        end else begin
            comp = (A[22:0] > B[22:0]) ? 1'b1 : 1'b0;    
        end
        A_swap = comp ? A : B;
        B_swap = comp ? B : A; 
        diff_Exponent = A_Exponent - B_Exponent;
        B_shifted_mantissa = (B_Mantissa >> diff_Exponent); 
        {carry, Temp_Mantissa} = (A_sign ~^ B_sign) ? A_Mantissa + B_shifted_mantissa : A_Mantissa - B_shifted_mantissa;
        Exponent = A_Exponent; 
        if (carry) begin
            Temp_Mantissa = Temp_Mantissa >> 1;
            Exponent = Exponent + 1;   
        end else begin 
            casez (Temp_Mantissa[23:0]) 
                24'b1??????????????????????? : Exponent = Exponent;         
                24'b01?????????????????????? : begin Temp_Mantissa = Temp_Mantissa << 1; Exponent = Exponent - 1; end
                24'b001????????????????????? : begin Temp_Mantissa = Temp_Mantissa << 2; Exponent = Exponent - 2; end
                24'b0001???????????????????? : begin Temp_Mantissa = Temp_Mantissa << 3; Exponent = Exponent - 3; end
                24'b00001??????????????????? : begin Temp_Mantissa = Temp_Mantissa << 4; Exponent = Exponent - 4; end
                24'b000001?????????????????? : begin Temp_Mantissa = Temp_Mantissa << 5; Exponent = Exponent - 5; end
                24'b0000001????????????????? : begin Temp_Mantissa = Temp_Mantissa << 6; Exponent = Exponent - 6; end
                24'b00000001???????????????? : begin Temp_Mantissa = Temp_Mantissa << 7; Exponent = Exponent - 7; end
                24'b000000001??????????????? : begin Temp_Mantissa = Temp_Mantissa << 8; Exponent = Exponent - 8; end
                24'b0000000001?????????????? : begin Temp_Mantissa = Temp_Mantissa << 9; Exponent = Exponent - 9; end
                24'b00000000001????????????? : begin Temp_Mantissa = Temp_Mantissa << 10; Exponent = Exponent - 10; end
                24'b000000000001???????????? : begin Temp_Mantissa = Temp_Mantissa << 11; Exponent = Exponent - 11; end
                24'b0000000000001??????????? : begin Temp_Mantissa = Temp_Mantissa << 12; Exponent = Exponent - 12; end
                24'b00000000000001?????????? : begin Temp_Mantissa = Temp_Mantissa << 13; Exponent = Exponent - 13; end
                24'b000000000000001????????? : begin Temp_Mantissa = Temp_Mantissa << 14; Exponent = Exponent - 14; end
                24'b0000000000000001???????? : begin Temp_Mantissa = Temp_Mantissa << 15; Exponent = Exponent - 15; end
                24'b00000000000000001??????? : begin Temp_Mantissa = Temp_Mantissa << 16; Exponent = Exponent - 16; end
                24'b000000000000000001?????? : begin Temp_Mantissa = Temp_Mantissa << 17; Exponent = Exponent - 17; end
                24'b0000000000000000001????? : begin Temp_Mantissa = Temp_Mantissa << 18; Exponent = Exponent - 18; end
                24'b00000000000000000001???? : begin Temp_Mantissa = Temp_Mantissa << 19; Exponent = Exponent - 19; end
                24'b000000000000000000001??? : begin Temp_Mantissa = Temp_Mantissa << 20; Exponent = Exponent - 20; end
                24'b0000000000000000000001?? : begin Temp_Mantissa = Temp_Mantissa << 21; Exponent = Exponent - 21; end
                24'b00000000000000000000001? : begin Temp_Mantissa = Temp_Mantissa << 22; Exponent = Exponent - 22; end
                24'b000000000000000000000001 : begin Temp_Mantissa = Temp_Mantissa << 23; Exponent = Exponent - 23; end
                default: begin Temp_Mantissa = 0; Exponent = 0; end
            endcase
        end
        result = ((A[30:0] == B[30:0]) && (A[31] ^ B[31])) ? 0 : {A_sign, Exponent, Temp_Mantissa[22:0]};
    end 
end
endmodule
module floating_point_mul(
    input [31:0] a,  
    input [31:0] b,  
    output [31:0] result  
);
    wire sign_a = a[31];
    wire sign_b = b[31];
    wire [7:0] exponent_a = a[30:23];
    wire [7:0] exponent_b = b[30:23];
    wire [23:0] mantissa_a = {1'b1, a[22:0]}; 
    wire [23:0] mantissa_b = {1'b1, b[22:0]};  
    wire result_sign = sign_a ^ sign_b; 
    wire [8:0] exponent_sum = exponent_a + exponent_b - 127; 
    wire [47:0] mantissa_product = mantissa_a * mantissa_b; 
    reg  [22:0] result_mantissa;
    reg  [7:0] result_exponent;
    reg  [31:0] result_reg;
    always @ (*) begin  
        if ((exponent_a == 8'b0 && a[22:0] == 23'b0) || (exponent_b == 8'b0 && b[22:0] == 23'b0)) begin
            result_reg = 32'b0; 
        end else begin
            if (mantissa_product[47]) begin
                result_mantissa = mantissa_product[46:24]; 
                result_exponent = exponent_sum + 1;  
            end else begin
                result_mantissa = mantissa_product[45:23];  
                result_exponent = exponent_sum; 
            end 
            result_reg = {result_sign, result_exponent, result_mantissa};
        end
    end
    assign result = result_reg;
endmodule  
```
`flow/run.sh`:
```
#!/bin/bash
# OpenROAD 26Q1-2900-gdf79404cd8, Yosys 0.63+post, stock flow scripts
make -C /OpenROAD-flow-scripts/flow DESIGN_CONFIG=/design/flow/config.mk WORK_HOME=/design/flow/orfs finish
```
==> results.json <==
{
  "ys_cells": 7929,
  "grt_pass1_vias": 59209,
  "setup_viol": 0,
  "top_area_cell": "fa_1",
  "slew_viol_final": 0,
  "routabilityCongestion": 1.04,
  "yosys_area_mm2": 0.0620,
  "num_rows": 128,
  "min_path_type": "in2out",
  "synthesis.area_mm2": 0.0620,
  "worstSetupStartpointType": "input port",
  "initCoreUtil": 0.507,
  "final_core_util": 0.541,
  "hold-path-cell-count": 12,
  "hp-start": "a2_res[31]",
  "unconstrained_endpoints": 128,
  "tns_ns": 0,
  "via_count": 58204,
  "most-common-layout-cells": "inv_1 (1227), nand2_1 (1115), fa_1 (973)",
  "place_inst": 9513,
  "end_kind": "output port",
  "critical_path_peak_fanout": 69,
  "synth-main-ff-cell": "dlxtn_1",
  "peakVddDrop_mv": 0.386,
  "timing.final.crit_period_ns": 28.93,
  "synth-edff-count": 0,
  "use_met1": 0.552,
  "cts_setup_buffers": 0,
  "gr-usage-met3": 0.175,
  "die_y_um": 354,
  "grt_pass1_wl_um": 359000,
  "synth-async-reset-ratio": 0,
  "dieArea_mm2": 0.125,
  "postSynthAreaPerCell_um2": 7.82,
  "rsz0062_at_grt": "no",
  "top_cells_by_area": "fa_1 (31%), ha_1 (11%), inv_1 (7.4%)",
  "cp.arrival_ns": 20.99,
  "met2_usage": 0.574,
  "slowest_stage": "mux2_2",
  "busiest_layer": "met2",
  "first_iter_violations": 4363,
  "synth_flops": 128,
  "coreArea_mm2": 0.122,
  "finalHoldViolCount": 0,
  "crit_path_frequent_cell": "fa_1",
  "clock.fmax_ghz": 0.0346,
  "cp.required_ns": 31.76,
  "ant_nets": 0,
  "hold_buffers": 0,
  "syn_inst": 7929,
  "p_leak_nw": 31.4,
  "routed_via_density": 6.11,
  "power_density_mw_per_mm2": 258,
  "wire_per_inst_um": 24.4,
  "areaGrowthSynthToFinish_pct": 6.66,
  "grt_start_max_net_pins": 84,
  "switching_share": 0.639,
  "io_pins": 226,
  "wl_um": 232000,
  "layout-drive-gt1-share": 0.0516,
  "grt_usage": 0.394,
  "power.net_switching_w": 0.0109,
  "grt.overflow.total": 0,
  "postCtsResizedCells": 0,
  "antenna_found_initial": 17,
  "critPathKind": "in2out",
  "yosysTopAreaCellShare": 0.314,
  "dpl.hpwl_um": 185000,
  "slew_headroom": 0.284,
  "unclocked_regs": 128,
  "holdPathEnd": "result[25]",
  "cap_violations": 0,
  "port_buffers": 226,
  "worst_slew_pin_slew_ns": 1.07,
  "first_pass_iters": 6,
  "period_used_share": 0.729,
  "status": "finished clean",
  "final_common_cell": "inv_1",
  "ys_warn_count": 2,
  "drcViolationCount": 0,
  "slowest_delay_ns": 0.76,
  "tool_warnings": 42,
  "layout.cells.non_filler": 9519,
  "ys_types": 109,
  "die_x_um": 354,
  "internal-power_w": 0.00616
}
-- kinds of logic after synthesis --
| group | Yosys count | share of synthesized area |
|---|---|---|
| AOI/OAI and AO/OA | 1475 | 0.160 |
| xor gates and xnor gates | 207 | 0.0297 |
| adders and majority gates | 1496 | 0.420 |
| buffers and inverters | 1703 | 0.105 |
| latches | 128 | 0.0310 |
| muxes | 310 | 0.0572 |
| and+or+nand+nor | 2610 | 0.197 |
-- Yosys cell counts (79+ instances only) --
cell,number
fa_1,974
nor3_1,161
ha_1,522
a211oi_1,81
nor2_1,455
a21oi_1,331
xnor2_1,134
inv_1,1227
dlxtn_1,128
nand3_1,129
o22ai_1,107
mux2i_1,203
o21ai_0,292
a21o_1,90
nand4_1,103
clkbuf_1,397
nand2_1,1115
and2_1,308
mux2_2,79
-- final cells by class --
| class | instances | area [um2] |
|---|---|---|
| diodes | 6 | 15.0 |
| fillers | 11582 | 56200 |
| inverters | 1231 | 4620 |
| multi-input cells | 6098 | 53800 |
| flip-flops and latches | 128 | 1920 |
| well taps | 1625 | 2030 |
| repair buffers | 431 | 3800 |
-- layer usage --
metal,vias to the layer above,wire (um)
li1,26333,-
met5,-,154
met3,479,30600
met4,24,7820
met2,3146,101000
met1,28222,92800
-- worst max path at each step --
stage | start | end | slack, ns | cells after the start
finish | flag[0] | result[16] | 10.77 | 39
CTS | flag[0] | result[16] | 10.98 | 41
global route | flag[0] | result[16] | 10.04 | 39
-- through the flow --
| stage | hold WS (ns) | total power (W) | cell area, um2 | worst slack, ns |
|---|---|---|---|---|
| 5_1_grt | 18.45 | 0.0188 | 66100 | 10.04 |
| 3_3_place_gp | 18.25 | 0.0169 | 66100 | 11.18 |
| 6_report | 18.25 | 0.0171 | 66100 | 10.77 |
| 3_5_place_dp | 18.26 | 0.0167 | 66100 | 10.99 |
| 2_1_floorplan | 16.66 | 0.0114 | 62000 | 11.58 |
| 4_1_cts | 18.26 | 0.0169 | 66100 | 10.98 |
-- power groups by stage --
stage           Clock (W)  Sequential [W]  Combinational (W)
4_1_cts                 0        0.000197             0.0167
5_1_grt  0.00000000000339        0.000198             0.0186
-- worst max-delay path: cells and delay by family --
kind / cells / cell delay (ns)
AOI/OAI and AO/OA: 8 / 2.16
and+or+nand+nor: 11 / 2.85
muxes: 2 / 1.15
buffers and inverters: 9 / 2.45
adders and majority gates: 9 / 4.20
-- flip-flops by register name (all words and copies together) (netlist names) --
signal            flops
add_sub_0.B_swap     32
add_sub_1.B_swap     32
add_sub_1.A_swap     32
add_sub_0.A_swap     32
No activity file was given, so power comes from the tool's default toggle rates.
