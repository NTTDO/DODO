===== ./design.v =====
module uart_rx#( 
		parameter CLK_FRE = 50000000, CLK_UART = 115200 
		)( 
		input clk, rst, rx, enable, 
		output reg rx_done, 
		output reg [7:0] rx_out 
); 
reg [15:0] counter; 
reg data_re, flag; 
reg [9:0] mem_buffer; 
	always @(posedge clk or negedge rst) begin 
		if (!rst) begin 
			rx_done <= 0; 
			mem_buffer <= 0; 
			counter <= 0; 
			data_re <= 0; 
			rx_out <= 8'hff; 
			flag <= 0; 
		end else if (enable) begin 
			if (counter == 16'd0 && rx == 1'b0) begin 
				data_re <= 1'b1; 
			end else if (data_re) begin 
				case (counter)  
					CLK_FRE/(CLK_UART*2) * 1: 
						mem_buffer[0] <= rx; 
					CLK_FRE/(CLK_UART*2) * 3: 
						mem_buffer[1] <= rx; 
					CLK_FRE/(CLK_UART*2) * 5: 
						mem_buffer[2] <= rx; 
					CLK_FRE/(CLK_UART*2) * 7: 
						mem_buffer[3] <= rx; 
					CLK_FRE/(CLK_UART*2) * 9: 
						mem_buffer[4] <= rx; 
					CLK_FRE/(CLK_UART*2) * 11: 
						mem_buffer[5] <= rx; 
					CLK_FRE/(CLK_UART*2) * 13: 
						mem_buffer[6] <= rx; 
					CLK_FRE/(CLK_UART*2) * 15: 
						mem_buffer[7] <= rx; 
					CLK_FRE/(CLK_UART*2) * 17: 
						mem_buffer[8] <= rx; 
					CLK_FRE/(CLK_UART*2) * 19: begin 
						mem_buffer[9] <= rx; 
						data_re <= 1'b0; 
						flag <= 1; 
						rx_done <= 1; 
					end 
				endcase 
			end 
			if (data_re) begin 
				counter <= counter + 1; 
			end else begin 
				rx_done <= 0; 
				counter <= 0; 
			if (flag) begin 
				rx_out <= mem_buffer[8:1]; 
				flag <= 0; 
			end 
				mem_buffer <= 0; 
			end 
		end 
	end 
endmodule

===== ./run.sh =====
#!/bin/bash
# OpenROAD 26Q1-2900-gdf79404cd8, Yosys 0.63+post, stock flow scripts
make -C /OpenROAD-flow-scripts/flow DESIGN_CONFIG=/design/flow/config.mk WORK_HOME=/design/flow/orfs finish

===== ./config.mk =====
export PLATFORM = sky130hd
export DESIGN_NAME = uart_rx
export DESIGN_NICKNAME = uart_rx
export VERILOG_FILES = /design/flow/design.v
export SDC_FILE = /design/flow/constraint.sdc
export NUM_CORES = 4
export LEC_CHECK = 1
export CORE_UTILIZATION = 30

===== ./constraint.sdc =====
current_design uart_rx

set clk_period 2.4
set clk_io_pct 0.2

create_clock -name clk0 -period $clk_period [get_ports {clk}]

set non_clock_inputs [all_inputs -no_clocks]
set_input_delay [expr $clk_period * $clk_io_pct] -clock clk0 $non_clock_inputs
set_output_delay [expr $clk_period * $clk_io_pct] -clock clk0 [all_outputs]

==> results.sh <==
# physical design summary
export IMPL_netlist_area_mm2=0.00198
export IMPL_syn2layout_area_growth_pct=15.2
export IMPL_fillCellCount=624
export IMPL_cp_required_ns=2.57
export IMPL_final_cell_mix="dfrtp_1 (27), nand2_1 (22), buf_4 (13), inv_1 (11), clkdlybuf4s50_1 (11)"
export IMPL_worstMarginPinSlew_ns=0.778
export IMPL_ant_nets=0
export IMPL_internal_power_uw=977
export IMPL_fmax_mhz=460
export IMPL_vias_per_cell=5.29
export IMPL_tns_ns=0
export IMPL_stdcell_count=298
export IMPL_cts_buffer_depth=2
export IMPL_finalHoldViolCount=0
export IMPL_simple_gate_area_share_pct=27.3
export IMPL_pin_count=13
export IMPL_first_iter_violations=119
export IMPL_p_total_uw=1390
export IMPL_hold_buffers=0
export IMPL_wl_per_cell_um=14.5
export IMPL_post_place_ws_ns=0.129
export IMPL_dp_hpwl_um=3170
export IMPL_grt_pass1_wl_um=7710
export IMPL_xor_share_pct=1.77
export IMPL_compound_area_share_pct=10.9
export IMPL_seq_area_frac_synth_pct=44.8
export IMPL_crit_arrival_ns=2.34
export IMPL_cts_resized_gates=0
export IMPL_hold_class="in -> async"
export IMPL_r2r_start="counter[14]"
export IMPL_drive_above_1_share_pct=21.3
export IMPL_num_rows=29
export IMPL_rrSetupSlack_ns=0.23
export IMPL_synth_warnings=1
export IMPL_worst_setup_path_type="reg -> reg"
export IMPL_postCtsSetupRepairBufs=0
export IMPL_skew_ns=0.00285
export IMPL_period_used_pct=90.5
export IMPL_whs_ns=0.274
export IMPL_maxCapViolCount=0
export IMPL_grt_pass1_vias=1579
export IMPL_endpoint_kind="flip-flop"
export IMPL_tool_warnings=27
export IMPL_edf_count=0
export IMPL_rsz0062_at_grt="no"
export IMPL_top_logic_kind="simple AND/OR/NAND/NOR gates"
export IMPL_die_x_um=83.2
export IMPL_maxSlewViolCount=0
export IMPL_status="finished clean"
export IMPL_p_clk_share_pct=30.4
export IMPL_final_common_cell="dfrtp_1"
export IMPL_cp_max_fo=6
export IMPL_grt_ovfl_total=0
export IMPL_synth_cell_types=48
export IMPL_grt_usage_pct=13.9
export IMPL_swShare_pct=29.7
export IMPL_drc=0
export IMPL_clock_sinks=35
export IMPL_cts_htree_levels=2
export IMPL_reg2reg_depth=4
export IMPL_slew_headroom_pct=48.1
export IMPL_first_pass_iters=4
export IMPL_final_min_clock_period_ns=2.17
export IMPL_fp_dieArea_mm2=0.00692
export IMPL_worstReg2RegEnd="mem_buffer[1]"
export IMPL_seq_power_share_pct=50.4
export IMPL_numCtsBuffers=5
export IMPL_ys_sh_mux_pct=6.51
export IMPL_start_kind="flip-flop"
export IMPL_finalWirelength_um=4330
export IMPL_path_clk_slew_ns=0.07
export IMPL_synthArstFlopShare_pct=100
export IMPL_power_density_mw_per_mm2=610
export IMPL_syn_inst=201
export IMPL_comb_power_share_pct=19.2
export IMPL_p_leak_uw=0.000994
export IMPL_die_h_um=83.2
export IMPL_core_area_mm2=0.00635
export IMPL_ys_cells=201
export IMPL_p_sw_uw=413
export IMPL_fin_ws_ns=0.227
export IMPL_root_buffer="clkbuf_8"
export IMPL_route_antenna_diode_count=0
export IMPL_initCoreUtil_pct=31.2
export IMPL_postSynthAreaPerCell_um2=9.84
export IMPL_numSynthFlops=35
export IMPL_ff_type="dfrtp_1"
export IMPL_insertion_delay_ns=0.28
export IMPL_ys_area_mm2=0.00198
export IMPL_dp_cells=291
export IMPL_max_vdd_ir_drop_v=0.000248
export IMPL_grt_max_degree=36
export IMPL_startpoint="counter[14]"
export IMPL_io_buffers=12
export IMPL_fa_ha_area_share_pct=1.90
export IMPL_vias=1576
export IMPL_setup_viol=0
export IMPL_cts_tree="yes"
export IMPL_antenna_found_initial=0
export IMPL_routabilityCongestion=0.900
-- state kept, by name, summed over array words and instances (netlist names) --
name        flops
rx_done         1
counter        16
data_re         1
mem_buffer      8
rx_out          8
flag            1
-- how the worst max path moves through the flow --
stage	endpoint	slack, ns	cells after the start
after CTS	mem_buffer[1]	0.23	4
after global routing	mem_buffer[1]	0.19	4
final	mem_buffer[1]	0.23	4
-- power by group through the flow --
stage     registers, uW  logic [uW]  clock network (uW)
4_1_cts             697         265                 441
5_1_grt             709         303                 469
6_report            700         267                 423
-- routing by layer --
layer / track usage [%] / part of all wire (%)
met4: 2.66 / 1.8
met1: 20.6 / 48
met3: 3.23 / 4.6
met2: 21.4 / 46
met5: 0 / 0
-- worst max-delay path: stages (launching register included) --
cell	delay, ns
dfrtp_1	0.43
or4_4	0.54
or4_4	0.47
o311a_1	0.34
a211o_1	0.26
-- cells in the mapped netlist (7+ instances only) --
cell type   n  area, um^2
nor4_1      7        43.8
clkbuf_1    7        26.3
dfrtp_1    27         676
nand2_1    22        82.6
nand3_1     9        45.0
nand4_1     9        56.3
nor3_1      7        35.0
inv_1      11        41.3
dfstp_2     8         210
mux2_2      7        78.8
o21ai_0     9        45.0
nor2_1     10        37.5
-- final cells by class --
cell class | count | area (um^2) | area share (%)
inverter | 11 | 41.3 | 1.81
clock buffer | 6 | 82.6 | 3.62
multi-input combinational | 143 | 956 | 41.9
tap | 77 | 96.3 | 4.23
timing repair buffer | 25 | 213 | 9.33
clock inverter | 1 | 5.00 | 0.220
sequential | 35 | 886 | 38.9
-- stage by stage --
step	utilization (%)	instance area [um^2]
2_1_floorplan	-	1980
3_3_place_gp	34.5	2190
3_5_place_dp	34.5	2190
4_1_cts	35.9	2280
5_1_grt	35.9	2280
6_report	35.9	2280
-- cell families after synthesis --
group	after synthesis
multiplexers	12
AND-OR/OR-AND	31
adder cells (fa/ha/maj)	3
buffers and inverters	23
flip-flops	35
XOR/XNOR	4
AND/OR/NAND/NOR	93
Power figures rest on the tool's default switching activity, not on a simulated workload.
