===== design/flow/run.sh =====
#!/bin/bash
# OpenROAD 26Q1-2900-gdf79404cd8, Yosys 0.63+post, stock flow scripts
make -C /OpenROAD-flow-scripts/flow DESIGN_CONFIG=/design/flow/config.mk WORK_HOME=/design/flow/orfs finish

===== design/flow/constraint.sdc =====
current_design top_encoder

set clk_period 7.0
set clk_io_pct 0.2

create_clock -name clk0 -period $clk_period [get_ports {clk}]

set non_clock_inputs [all_inputs -no_clocks]
set_input_delay [expr $clk_period * $clk_io_pct] -clock clk0 $non_clock_inputs
set_output_delay [expr $clk_period * $clk_io_pct] -clock clk0 [all_outputs]

===== design/flow/design.v =====
module convolution_code (
    input        clk,
    input        reset,    
    input        start,
    input  [7:0] m_text_in,
    output [15:0] code_out,
    output reg done
);
    parameter START    = 4'd0,
              STATE_00 = 4'd1,
              STATE_10 = 4'd2,
              STATE_01 = 4'd3,
              STATE_11 = 4'd4,
              DONE     = 4'd5;
    reg [3:0] state, next_state;
    reg [7:0] counter, next_counter;
    reg [7:0] counter_0, next_counter_0;
    reg       data;
    reg [15:0] data_out, next_data_out;
    assign code_out = data_out;
    always @(posedge clk or negedge reset) begin
        if (!reset) begin
            state    <= START;
            counter  <= 8'd0;
            data_out <= 16'd0;
			counter_0 <= 0;
        end else begin
            state    <= next_state;
            counter  <= next_counter;
            data_out <= next_data_out;
            counter_0 <= (counter_0 != 8)?next_counter_0:0;
        end
    end
    always @(*) begin
        done = 0;
        next_state     = state;
        next_counter   = counter;
        next_data_out  = data_out;
        data           = (counter!=8)?m_text_in[counter]:data;
        next_counter_0 = counter_0;
        next_counter_0 = next_counter_0 + 1; 
        case (state)
            START: begin
                if (start) begin
                    next_state   = STATE_00;
                    next_counter = 8'd0;
                end
            end
            STATE_00: begin
                if (!data) begin
                    next_state = STATE_00;
                    next_data_out[2*counter +: 2] = 2'b00;
                end else begin
                    next_state = STATE_10;
                    next_data_out[2*counter +: 2] = 2'b11;
                end
                next_counter = counter + 1;
            end
            STATE_10: begin
                if (!data) begin
                    next_state = STATE_01;
                    next_data_out[2*counter +: 2] = 2'b01;
                end else begin
                    next_state = STATE_11;
                    next_data_out[2*counter +: 2] = 2'b10;
                end
                next_counter = counter + 1;
            end
            STATE_01: begin
                if (!data) begin
                    next_state = STATE_00;
                    next_data_out[2*counter +: 2] = 2'b11;
                end else begin
                    next_state = STATE_10;
                    next_data_out[2*counter +: 2] = 2'b00;
                end
                next_counter = counter + 1;
            end
            STATE_11: begin
                if (!data) begin
                    next_state = STATE_01;
                    next_data_out[2*counter +: 2] = 2'b10;
                end else begin
                    next_state = STATE_11;
                    next_data_out[2*counter +: 2] = 2'b01;
                end
                next_counter = counter + 1;
            end
            DONE: begin 
                next_state   = START;
                next_counter = 8'd0;
            end
        endcase
        if (counter == 8)begin
            next_state   = START;
            next_counter = 8'd0;
            done = 1;
        end
    end
endmodule
module top_encoder(
	input clk,
	input reset,
	input start,
	input [191:0] m_text,
	output [383:0] encoder,
	output done
);	
	wire  [23:0] done_temp;
	assign done = done_temp[0];
	genvar i;
	generate
		for(i = 0;i < 24;i = i + 1)begin: loop_encoder
			convolution_code encode(
				.clk(clk),
				.reset(reset),
				.start(start),
				.m_text_in(m_text[8*i +: 8]),
				.code_out(encoder[16*i +: 16]),
				.done(done_temp[i])
			);
		end
	endgenerate
endmodule

===== design/flow/config.mk =====
export PLATFORM = sky130hd
export DESIGN_NAME = top_encoder
export DESIGN_NICKNAME = top_encoder
export VERILOG_FILES = /design/flow/design.v
export SDC_FILE = /design/flow/constraint.sdc
export NUM_CORES = 4
export LEC_CHECK = 1
export CORE_UTILIZATION = 30

==> flow_metrics.env <==
# physical design summary
export IMPL_area_growth_pct=26.5
export IMPL_initCoreUtil_pct=30.3
export IMPL_slowest_stage="clkdlybuf4s50_1"
export IMPL_busiest_layer="met2"
export IMPL_drive_gt1_share_pct=15.0
export IMPL_status="finished clean"
export IMPL_route_detailed_drc=0
export IMPL_detail_route_first_pass_iterations=6
export IMPL_synthArstFlopShare_pct=96.7
export IMPL_unclocked_regs=24
export IMPL_skew_ps=27.0
export IMPL_numSynthFlops=720
export IMPL_io_pins=580
export IMPL_use_met2_pct=23.6
export IMPL_via_per_inst=5.04
export IMPL_drt_iter0_markers=1875
export IMPL_tns_ps=0
export IMPL_lay_top_cells="672 x dfrtp_1, 577 x clkdlybuf4s50_1, 485 x nor2_1"
export IMPL_power_leakage_nw=20.2
export IMPL_clk_pin_slew_ps=60
export IMPL_crit_path_max_incr_delay_ps=610
export IMPL_final_common_cell="dfrtp_1"
export IMPL_place_gp_congestion=0.861
export IMPL_yosys_warnings=25
export IMPL_antenna_cells=0
export IMPL_warnings=53
export IMPL_peakVddDrop_mv=0.253
export IMPL_cts_max_level=3
export IMPL_unconstrained_endpoints=24
export IMPL_edf_count=0
export IMPL_fin_crit_ps=4400
export IMPL_wire_per_inst_um=15.5
export IMPL_ys_types=97
export IMPL_cts_hold_buf=0
export IMPL_power_total_mw=23.0
export IMPL_cp_end_kind="output pin"
export IMPL_syn_cell_area_um2=39400
export IMPL_worst_path_buf_inv=2
export IMPL_finalHoldViolCount=0
export IMPL_crit_path_cell_trace="inv_1 -> ha_1 -> nor2b_1 -> and4b_1 -> clkdlybuf4s50_1"
export IMPL_antenna_found_initial=0
export IMPL_cts_buffers=82
export IMPL_fp_coreArea_um2=130000
export IMPL_post_route_util_pct=38.4
export IMPL_io_buffers=579
export IMPL_totalWireLength_mm=98.5
export IMPL_crit_family="buffers and inverters"
export IMPL_rsz0062_at_grt="false"
export IMPL_grt_use_met3_pct=3.90
export IMPL_startpoint_type="flip-flop"
export IMPL_use_met1_pct=21.7
export IMPL_postCtsSetupBuffers=0
export IMPL_synth_stat_cells=4017
export IMPL_cts_tree="built"
export IMPL_first_global_vias=30400
export IMPL_power_density_nw_per_um2=461
export IMPL_drv_slew=0
export IMPL_grt_total_usage_pct=15.1
export IMPL_cts_root_buf="clkbuf_16"
export IMPL_synthCells=4017
export IMPL_arrival_ps=3000
export IMPL_vias=31900
export IMPL_worst_pin_slew_ps=943
export IMPL_fmax_ghz=0.227
export IMPL_dieArea_um2=133000
export IMPL_insertion_delay_ps=680
export IMPL_grt_pass1_wl_mm=161
export IMPL_grt_max_degree=103
export IMPL_cts_resized=0
export IMPL_grt_remaining_overflow=0
export IMPL_die_y_um=364
export IMPL_ant_nets=0
export IMPL_critPathKind="reg2out"
export IMPL_hp_class="reg2reg"
export IMPL_die_x_um=364
export IMPL_ys_flop_type="dfrtp_1"
export IMPL_avgSynthCellArea_um2=9.81
export IMPL_yosys_area_um2=39400
export IMPL_crit_required_ps=5600
export IMPL_crit_fanout=13
export IMPL_fp_row_count=132
export IMPL_slew_headroom_pct=36.5
export IMPL_setup_viol=0
export IMPL_maxCapViolCount=0
export IMPL_post_route_period_util_pct=62.9
export IMPL_clockBufferDepth=3
export IMPL_dp_hpwl_mm=71.5
## worst reg2reg max path: cells and delay by family (launching register included)
kind	cells	cell delay (ps)
muxes	1	300
adders and majority gates	1	310
AOI/OAI and AO/OA	2	320
and+or+nand+nor	5	2020
DFF	1	520
## worst paths after layout
path | slack (ps) | cells after the start | end | startpoint
max | 2600 | 5 | done | loop_encoder[0].encode.counter[0]
min | 500 | 1 | loop_encoder[23].encode.data_out[9] | loop_encoder[23].encode.data_out[9]
max reg2reg | 3430 | 9 | loop_encoder[5].encode.data_out[5] | loop_encoder[5].encode.counter[0]
min reg2reg | 500 | 1 | loop_encoder[23].encode.data_out[9] | loop_encoder[23].encode.data_out[9]
max in group asynchronous | 4630 | 3 | loop_encoder[3].encode.data_out[0] | reset
min in group asynchronous | 620 | 1 | loop_encoder[19].encode.data_out[11] | reset
## layout make-up
type	count	area, µm²
Timing Repair Buffer	618	6150
Multi-Input combinational cell	2975	20400
Inverter	131	492
Sequential cell	720	17800
Clock buffer	119	2420
Tap cell	1742	2180
Clock inverter	32	403
Fill cell	12700	80000
## flip-flops by register name (all words and copies together) (netlist names)
name                          count
loop_encoder.encode.state       120
loop_encoder.encode.counter     192
loop_encoder.encode.data_out    384
loop_encoder.encode.data         24
## synth_stat cells (21+ instances only)
cell type | count | area, µm²
xnor2_1 | 35 | 307
nand4_1 | 41 | 257
nor2_1 | 485 | 1820
inv_1 | 127 | 477
o21ai_0 | 199 | 996
xor2_1 | 22 | 193
mux2i_1 | 108 | 1080
ha_1 | 72 | 901
a21o_1 | 23 | 173
dfrtp_1 | 672 | 16800
nand3_1 | 137 | 686
o21ai_1 | 21 | 105
nand2b_1 | 58 | 363
mux4_2 | 43 | 968
nor3b_1 | 57 | 428
or3_1 | 39 | 244
nand2_1 | 270 | 1010
dlxtn_1 | 24 | 360
or2_2 | 23 | 144
a31oi_1 | 25 | 156
a21oi_1 | 181 | 906
or4_1 | 40 | 300
dfstp_2 | 24 | 631
mux2_2 | 386 | 4350
clkbuf_1 | 164 | 616
a22oi_1 | 22 | 165
nor2b_1 | 58 | 363
nor4_1 | 92 | 576
nor3_1 | 214 | 1070
## through the flow
stage	setup WS [ps]	instances	hold WS, ps	instance area, µm²
floorplan	3670	4017	439	39400
global placement	2900	6186	477	47000
detailed placement	2860	6186	493	47000
CTS	2530	6337	499	49800
global route	2380	6337	514	49800
finish	2600	6337	502	49800
## power breakdown
part           leakage (nW)  total, mW  internal (mW)  switching (mW)
Combinational          9.91       11.4           5.21            6.15
Sequential             8.88       7.15           5.37            1.78
Clock                  1.38       4.45           2.67            1.78
## metal layers
metal	vias up	share of wire, %
li1	15700	-
met3	135	6.8
met4	0	2.3
met1	15400	45
met2	691	46
met5	-	0
## kinds of logic after synthesis
| kind of cell | after synthesis | synth area share (%) |
|---|---|---|
| compound gates | 658 | 10.5 |
| xor+xnor | 57 | 1.27 |
| fa+ha+maj | 72 | 2.29 |
| buf+inv | 322 | 3.11 |
| flops | 696 | 44.3 |
| latches | 24 | 0.915 |
| mux | 541 | 16.4 |
| simple gates | 1647 | 21.2 |
Power is estimated from default activity; no workload was simulated.
