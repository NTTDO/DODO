File: /design/flow/design.v
module uart_tx#(parameter CLK_FRE = 50000000, CLK_UART = 115200)( 
	input clk, rst, enable, 
	input [1151:0] data_in, 
	output reg busy_tx, tx 
); 
reg [15:0] counter2, counter4; 
reg flag; 
reg [7:0] mem[0:144]; 
reg [7:0] mem_buffer1; 
reg [15:0] tx_counter; 
	always @(posedge clk or negedge rst) begin 
		if (!rst) begin  
			busy_tx <= 0; 
			mem_buffer1 <= 0; 
			tx <= 1'b1;    
			counter2 <= 16'd0; 
			counter4 <= 16'd0;   
			flag <= 0; 
			tx_counter <= 16'd0; 
		end else if (enable) begin 
                mem[0]   <= data_in[7:0];
                mem[1]   <= data_in[15:8];
                mem[2]   <= data_in[23:16];
                mem[3]   <= data_in[31:24];
                mem[4]   <= data_in[39:32];
                mem[5]   <= data_in[47:40];
                mem[6]   <= data_in[55:48];
                mem[7]   <= data_in[63:56];
                mem[8]   <= data_in[71:64];
                mem[9]   <= data_in[79:72];
                mem[10]  <= data_in[87:80];
                mem[11]  <= data_in[95:88];
                mem[12]  <= data_in[103:96];
                mem[13]  <= data_in[111:104];
                mem[14]  <= data_in[119:112];
                mem[15]  <= data_in[127:120];
                mem[16]  <= data_in[135:128];
                mem[17]  <= data_in[143:136];
                mem[18]  <= data_in[151:144];
                mem[19]  <= data_in[159:152];
                mem[20]  <= data_in[167:160];
                mem[21]  <= data_in[175:168];
                mem[22]  <= data_in[183:176];
                mem[23]  <= data_in[191:184];
                mem[24]  <= data_in[199:192];
                mem[25]  <= data_in[207:200];
                mem[26]  <= data_in[215:208];
                mem[27]  <= data_in[223:216];
                mem[28]  <= data_in[231:224];
                mem[29]  <= data_in[239:232];
                mem[30]  <= data_in[247:240];
                mem[31]  <= data_in[255:248];
                mem[32]  <= data_in[263:256];
                mem[33]  <= data_in[271:264];
                mem[34]  <= data_in[279:272];
                mem[35]  <= data_in[287:280];
                mem[36]  <= data_in[295:288];
                mem[37]  <= data_in[303:296];
                mem[38]  <= data_in[311:304];
                mem[39]  <= data_in[319:312];
                mem[40]  <= data_in[327:320];
                mem[41]  <= data_in[335:328];
                mem[42]  <= data_in[343:336];
                mem[43]  <= data_in[351:344];
                mem[44]  <= data_in[359:352];
                mem[45]  <= data_in[367:360];
                mem[46]  <= data_in[375:368];
                mem[47]  <= data_in[383:376];
                mem[48]  <= data_in[391:384];
                mem[49]  <= data_in[399:392];
                mem[50]  <= data_in[407:400];
                mem[51]  <= data_in[415:408];
                mem[52]  <= data_in[423:416];
                mem[53]  <= data_in[431:424];
                mem[54]  <= data_in[439:432];
                mem[55]  <= data_in[447:440];
                mem[56]  <= data_in[455:448];
                mem[57]  <= data_in[463:456];
                mem[58]  <= data_in[471:464];
                mem[59]  <= data_in[479:472];
                mem[60]  <= data_in[487:480];
                mem[61]  <= data_in[495:488];
                mem[62]  <= data_in[503:496];
                mem[63]  <= data_in[511:504];
                mem[64]  <= data_in[519:512];
                mem[65]  <= data_in[527:520];
                mem[66]  <= data_in[535:528];
                mem[67]  <= data_in[543:536];
                mem[68]  <= data_in[551:544];
                mem[69]  <= data_in[559:552];
                mem[70]  <= data_in[567:560];
                mem[71]  <= data_in[575:568];
                mem[72]  <= data_in[583:576];
                mem[73]  <= data_in[591:584];
                mem[74]  <= data_in[599:592];
                mem[75]  <= data_in[607:600];
                mem[76]  <= data_in[615:608];
                mem[77]  <= data_in[623:616];
                mem[78]  <= data_in[631:624];
                mem[79]  <= data_in[639:632];
                mem[80]  <= data_in[647:640];
                mem[81]  <= data_in[655:648];
                mem[82]  <= data_in[663:656];
                mem[83]  <= data_in[671:664];
                mem[84]  <= data_in[679:672];
                mem[85]  <= data_in[687:680];
                mem[86]  <= data_in[695:688];
                mem[87]  <= data_in[703:696];
                mem[88]  <= data_in[711:704];
                mem[89]  <= data_in[719:712];
                mem[90]  <= data_in[727:720];
                mem[91]  <= data_in[735:728];
                mem[92]  <= data_in[743:736];
                mem[93]  <= data_in[751:744];
                mem[94]  <= data_in[759:752];
                mem[95]  <= data_in[767:760];
                mem[96]  <= data_in[775:768];
                mem[97]  <= data_in[783:776];
                mem[98]  <= data_in[791:784];
                mem[99]  <= data_in[799:792];
                mem[100] <= data_in[807:800];
                mem[101] <= data_in[815:808];
                mem[102] <= data_in[823:816];
                mem[103] <= data_in[831:824];
                mem[104] <= data_in[839:832];
                mem[105] <= data_in[847:840];
                mem[106] <= data_in[855:848];
                mem[107] <= data_in[863:856];
                mem[108] <= data_in[871:864];
                mem[109] <= data_in[879:872];
                mem[110] <= data_in[887:880];
                mem[111] <= data_in[895:888];
                mem[112] <= data_in[903:896];
                mem[113] <= data_in[911:904];
                mem[114] <= data_in[919:912];
                mem[115] <= data_in[927:920];
                mem[116] <= data_in[935:928];
                mem[117] <= data_in[943:936];
                mem[118] <= data_in[951:944];
                mem[119] <= data_in[959:952];
                mem[120] <= data_in[967:960];
                mem[121] <= data_in[975:968];
                mem[122] <= data_in[983:976];
                mem[123] <= data_in[991:984];
                mem[124] <= data_in[999:992];
                mem[125] <= data_in[1007:1000];
                mem[126] <= data_in[1015:1008];
                mem[127] <= data_in[1023:1016];
                mem[128] <= data_in[1031:1024];
                mem[129] <= data_in[1039:1032];
                mem[130] <= data_in[1047:1040];
                mem[131] <= data_in[1055:1048];
                mem[132] <= data_in[1063:1056];
                mem[133] <= data_in[1071:1064];
                mem[134] <= data_in[1079:1072];
                mem[135] <= data_in[1087:1080];
                mem[136] <= data_in[1095:1088];
                mem[137] <= data_in[1103:1096];
                mem[138] <= data_in[1111:1104];
                mem[139] <= data_in[1119:1112];
                mem[140] <= data_in[1127:1120];
                mem[141] <= data_in[1135:1128];
                mem[142] <= data_in[1143:1136];
                mem[143] <= data_in[1151:1144];
			if (tx_counter < 16'd144) begin 
				mem_buffer1 <= mem[tx_counter]; 
				counter2 <= counter2 + 16'd1; 
				case (counter2)  
					CLK_FRE/CLK_UART * 0 : tx <= 0; 
					CLK_FRE/CLK_UART * 1 : tx <= mem_buffer1[0]; 
					CLK_FRE/CLK_UART * 2 : tx <= mem_buffer1[1];
					CLK_FRE/CLK_UART * 3 : tx <= mem_buffer1[2]; 
					CLK_FRE/CLK_UART * 4 : tx <= mem_buffer1[3]; 
					CLK_FRE/CLK_UART * 5 : tx <= mem_buffer1[4]; 
					CLK_FRE/CLK_UART * 6 : tx <= mem_buffer1[5]; 
					CLK_FRE/CLK_UART * 7 : tx <= mem_buffer1[6]; 
					CLK_FRE/CLK_UART * 8 : tx <= mem_buffer1[7]; 
					CLK_FRE/CLK_UART * 9 : begin 
						tx <= 1; 
						counter2 <= 16'd0; 
						tx_counter <= tx_counter + 1; 
					end 
				endcase 
			end else begin 
				tx <= 1; 
				busy_tx <= 1; 
			end 
		end else begin 
			tx    <= 1'b1;  
			counter2  <= 16'd0; 
			counter4  <= 16'd0;   
			flag   <= 0; 
			busy_tx  <= 0; 
			tx_counter  <= 16'd0;   
		end 
	end 
endmodule 
File: /design/flow/run.sh
#!/bin/bash
# OpenROAD 26Q1-2900-gdf79404cd8, Yosys 0.63+post, stock flow scripts
make -C /OpenROAD-flow-scripts/flow DESIGN_CONFIG=/design/flow/config.mk WORK_HOME=/design/flow/orfs finish
File: /design/flow/config.mk
export PLATFORM = sky130hd
export DESIGN_NAME = uart_tx
export DESIGN_NICKNAME = uart_tx
export VERILOG_FILES = /design/flow/design.v
export SDC_FILE = /design/flow/constraint.sdc
export NUM_CORES = 4
export LEC_CHECK = 1
export CORE_AREA = 10 10 584 584
export DIE_AREA = 0 0 594 594
File: /design/flow/constraint.sdc
current_design uart_tx

set clk_period 21.1
set clk_io_pct 0.2

create_clock -name clk0 -period $clk_period [get_ports {clk}]

set non_clock_inputs [all_inputs -no_clocks]
set_input_delay [expr $clk_period * $clk_io_pct] -clock clk0 $non_clock_inputs
set_output_delay [expr $clk_period * $clk_io_pct] -clock clk0 [all_outputs]
==> reports/results.txt <==
Worst-Margin Slew: 1.08 ns
Yosys warns: 10
P&R area growth vs syn: 50.7%
Synth top cells by count: 1152 x edfxtp_1, 225 x a22oi_1, 154 x nand3_1
XORs/XNORs by Area: 0.284%
I/O pin count: 1157
Starting Density: 14.1%
Met3 Use GR: 16.7%
Cell total in the yosys stat output: 2842
Skew final: 0.0469 ns
Largest net degree at the start of global routing: 146
GR Overflow Total: 0
TritonCTS Buffers: 151
Logic pwr share: 5.6%
Vias in the first global route: 38100
Worst hold path type: flip-flop to flip-flop
Family with the most delay on the worst path: buffers and inverters
CP peak stage delay: 0.76 ns
Antenna violations before repair: 383
WP data arrival: 9.56 ns
Worst path bufs/invs: 8
Main synth FF type: edfxtp_1
Post-CTS setup buffer count: 0
H-tree Lvls: 4
CTS tree: yes
Routed vias/inst: 4.23
Sequential power share: 49.7%
Layout cells sized above 1: 13.1%
Post-Place Setup Slack: 11.08 ns
Die area: 353000 µm²
Crit end category: flip-flop
Vias: 37200
Row cnt: 210
Avg WL per Cell: 42.5 µm
Residual DRC: 0
Most common cell in the netlist: edfxtp_1
Peak VDD IR: 70.1 µV
Max-cap viol count: 0
Reg clk slew, reported paths: 0.06 ns
Hold path cells: 2
Mapped Area: 46200 µm²
Pwr dens: 82.0 nW/µm²
Mux cell area share: 1.02%
CP most frequent cell: buf_4
Skew-Pair Late Insertion Delay: 0.85 ns
Fin worst setup slack: 12.02 ns
Post-synthesis cell count: 2842
Core footprint: 328000 µm²
Critical path's slowest cell: buf_4
1st-iter DRT viols: 3707
Post-DP HPWL: 304000 µm
Hold-fix buffers, CTS: 0
Rel. slew slack: 26.1%
First-pass GRT wire length: 456000 µm
WP depth: 9
Adder Share, Synth: 0.190%
Top logic family: AND-OR/OR-AND gates
Chip Area, Yosys: 46200 µm²
Critical path required time: 21.58 ns
WS Path Type: input pin to flip-flop
Post-synth seq share: 77.1%
Die W: 594 µm
Most Crowded Layer GR: met2
Syn Area/Cell: 16.3 µm²
Crit-path cells: buf_2, buf_4, and2_4, buf_4, buf_4, buf_12, buf_4, buf_4, buf_4
Simple-Gate Area Share: 7.37%
Max Root-Sink Buffers: 4
# port buffers: 1156
First-pass detailed-route iteration total: 9
Pint: 4420 µW
Synth cell types: 84
GP Congestion: 0.993
Post-layout period usage: 43.0%
GR met1 Demand/Resource: 21.6%
Final Critical Period: 9.08 ns
Number of hold violations in the final report: 0
Flip-flops with a built-in enable: 1152
Register-to-Register Path Depth: 11
Sw Ratio: 22.6%
Routed WL: 374000 µm
Net Switching: 1290 µW
Fillers: 34300
Total clock sinks: 1194
Startpoint Class: input pin
Final-report setup violation count: 0
Post-cts sizing count: 0
Max Freq: 110 MHz
Die H: 594 µm
Number of logged tool warnings: 46
Setup TNS: 0 ns
Met2 Use GR: 31.1%
Outcome: finished clean
Antenna Violating Nets Remaining: 0
Root buf cell: clkbuf_16
Area leader, netlist: edfxtp_1
AO/OA Area Share: 11.9%
Top cells, area: edfxtp_1 75%, a22oi_1 3.7%, dfrtp_1 2.2%
Clk pwr share: 44.7%
Largest fanout on the critical path: 109
Final Max Tran Viols: 0
Synth Register Bits: 1194
RSZ-0062 raised after global routing: false
Ys async rst share: 3.52%
Leakage: 0.0218 µW
Top-area cell share: 74.9%
All-Layer GR Usage: 21.1%
## state kept, by name (all words and copies together) (netlist names)
signal,count
mem,1152
counter2,16
tx_counter,16
mem_buffer1,8
busy_tx,1
tx,1
## stage by stage
stage          instances  util, %  instance area [µm²]  hold slack (ns)  power [µW]
6_report            8791     21.3                69600            0.488        5710
3_3_place_gp        8391     19.7                64600            0.477        3200
4_1_cts             8657     21.1                69300            0.493        5770
5_1_grt             8719     21.2                69400            0.529        5880
3_5_place_dp        8391     19.7                64600            0.485        3210
2_1_floorplan       2842        -                46200            0.442        2960
## cells in the final DEF, fill, tap and decap left out, types with 7 or more instances in the layout
master           count
a222oi_1            22
dfrtp_1             36
nor3_1              28
nand4_1             66
xor2_1              11
edfxtp_1          1152
a22o_1              55
and3b_4              8
mux2_2              16
clkinv_2            15
clkinv_1            25
diode_2            134
a31oi_1             26
nor4_1              37
o21ai_0             45
o22ai_1             90
clkbuf_16          152
clkdlybuf4s50_1   1155
mux2i_1             27
a221oi_1            41
nand3_1            154
inv_6               10
nand2_1             92
a21oi_1             69
clkinvlp_4          13
a32oi_1             79
buf_4              251
or4_1               20
nand2b_1             7
nand3b_1             7
a22oi_1            225
o2111ai_1           10
clkbuf_1            30
nor2_1             113
bufinv_16            8
and3_1              17
## layout make-up
| class | instances | area (µm²) | area share, % |
|---|---|---|---|
| Clock inverter | 84 | 796 | 1.14 |
| Multi-Input combinational cell | 1430 | 9880 | 14.2 |
| Antenna cell | 134 | 335 | 0.482 |
| Sequential cell | 1194 | 35700 | 51.2 |
| Clock buffer | 182 | 3920 | 5.62 |
| Tap cell | 4346 | 5440 | 7.81 |
| Timing Repair Buffer | 1413 | 13600 | 19.5 |
| Inverter | 8 | 30.0 | 0.0431 |
## power groups by stage
stage                 sequential, µW  combinational, µW  clock (µW)
after global routing            2850                337        2690
final                           2840                321        2550
after CTS                       2840                323        2610
## routing by layer
layer	up-vias	share of wire, %
met5	-	0.46
met4	230	6.3
met3	1082	17
met2	3185	43
met1	17900	32
li1	14800	-
## tightest hold or removal path, cell delays in order (launching register included)
cell	delay [ns]
dfstp_2	0.36
nand3_1	0.06
o41ai_1	0.06
## path summary, 6_finish.rpt
path                       slack [ns]                          to                       from
max                             12.02        mem[99][7]$_DFFE_PP_                        rst
min                              0.49              tx$_DFFE_PN1P_             tx$_DFFE_PN1P_
max reg2reg                     15.24  mem_buffer1[5]$_DFFE_PN0N_  tx_counter[3]$_DFFE_PN0P_
min reg2reg                      0.49              tx$_DFFE_PN1P_             tx$_DFFE_PN1P_
min in group asynchronous        3.56     counter2[9]$_DFFE_PN0P_                        rst
max in group asynchronous       17.07   tx_counter[2]$_DFFE_PN0P_                        rst
## kinds of logic (layout without fill, tap and decap cells)
family / after synthesis / after routing
compound gates: 736 / 736
xor+xnor: 15 / 15
fa+ha+maj: 7 / 7
buf+inv: 218 / 1687
flops: 1194 / 1194
mux: 44 / 44
other cells: 0 / 134
simple gates: 628 / 628
No activity file was given, so power comes from the tool's default toggle rates.
