`run.sh`:
```
#!/bin/bash
# OpenROAD 26Q1-2900-gdf79404cd8, Yosys 0.63+post, stock flow scripts
make -C /OpenROAD-flow-scripts/flow DESIGN_CONFIG=/design/flow/config.mk WORK_HOME=/design/flow/orfs finish
```
`config.mk`:
```
export PLATFORM = sky130hd
export DESIGN_NAME = check_BER
export DESIGN_NICKNAME = check_BER
export VERILOG_FILES = /design/flow/design.v
export SDC_FILE = /design/flow/constraint.sdc
export NUM_CORES = 4
export LEC_CHECK = 1
export CORE_AREA = 10 10 76 76
export DIE_AREA = 0 0 86 86
```
`constraint.sdc`:
```
current_design check_BER

set clk_period 10.0
set clk_io_pct 0.2

create_clock -name clk0 -period $clk_period

set non_clock_inputs [all_inputs -no_clocks]
set_input_delay [expr $clk_period * $clk_io_pct] -clock clk0 $non_clock_inputs
set_output_delay [expr $clk_period * $clk_io_pct] -clock clk0 [all_outputs]
```
`design.v`:
```
module check_BER #(parameter WIDTH = 16)(
    input [WIDTH-1:0] a,
    input [WIDTH-1:0] b,
    output reg [31:0] diff_count
);
    integer i;
    reg [WIDTH-1:0] diff_bits;
    always @(*) begin
        diff_bits = a ^ b;  
        diff_count = 0;
        for (i = 0; i < WIDTH; i = i + 1) begin
            if (diff_bits[i]) diff_count = diff_count + 1;
        end
    end
endmodule
```
==> results.ini <==
[synth]
ys_seq_share_pct=0
area_leaders=xnor2_1 14%, buf_4 7.8%, ha_1 7.8%
synth.avg_cell_area_um2=8.09
ys_cells=298
yosysWarnings=1
yosysTopAreaCell=xnor2_1
yosysChipArea_um2=2410
syn_inst=298
synth_top_area_share_pct=13.8
synth_area_um2=2410
ys_types=64

[status]
status=did not finish
stop_error=[ERROR DPL-0036] Detailed placement failed.
failed_stage=global routing

[floorplan]
fp_util_pct=58.6
ios=64
rows=23
die_w_um=86
die_y_um=86

[clock_tree]
hold_buffers=0

[final_timing]
worst_endpoint=diff_count[6]
worst_endpoint_kind=top-level output

[place]
place_inst=477
hpwl_um=5120
place_congestion=0.853
post-place-ws_ns=-2.61
port_buffers=39

[global_route]
grt_max_degree=11

[metrics by stage]
stage | cell area (um^2) | TNS, ns | hold slack, ns
after floorplan | 2670 | -6.14 | 4.19
after global placement | 3610 | -11.49 | 5.15
after detailed placement | 3610 | -12.69 | 5.16
after CTS | 3760 | -7.71 | 4.84
[Yosys cell counts (4+ instances only)]
library cell	number
xnor2_1	38
nand2_1	31
buf_4	25
nor2_1	25
xor2_1	19
ha_1	15
nor3_1	12
inv_1	11
a21oi_1	10
o21ai_0	8
nand3_1	7
or3_1	6
xnor2_2	6
and2_1	5
nor3b_1	4
o31ai_1	4
xnor3_1	4
[kinds of logic after synthesis]
logic type / share of synthesized area [%]
and+or+nand+nor: 23.9
xor gates and xnor gates: 39.3
muxes: 2.39
buffers and inverters: 9.92
adders and majority gates: 7.79
AOI/OAI and AO/OA: 16.6
other: 0.156
[timing repair]
item                       CTS
pin swaps                   10
setup endpoints to repair    6
resized                     63
buffers inserted            11
